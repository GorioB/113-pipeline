===== /design/flow/run.sh =====
#!/bin/bash
# OpenROAD 26Q1-2900-gdf79404cd8, Yosys 0.63+post, stock flow scripts
make -C /OpenROAD-flow-scripts/flow DESIGN_CONFIG=/design/flow/config.mk WORK_HOME=/design/flow/orfs finish

===== /design/flow/config.mk =====
export PLATFORM = sky130hd
export DESIGN_NAME = processor
export DESIGN_NICKNAME = processor
export VERILOG_FILES = /design/flow/design.v
export SDC_FILE = /design/flow/constraint.sdc
export NUM_CORES = 4
export LEC_CHECK = 1
export CORE_UTILIZATION = 50
export SYNTH_HDL_FRONTEND = slang

===== /design/flow/design.v =====
`timescale 1ns / 1ps
module ALU(
	a,b,
	aluop,
	o,z);
	input [31:0] a,b;
	input [2:0]aluop;
	output [31:0] o;
	output z;
	reg [31:0] o;
	wire [31:0] diff;
	assign diff = a-b;
	assign z = ~|o;
	always@(*)begin
		case(aluop)
			3'd0:o<=a+b;
			3'd1:o<=a-b;
			3'd2:o<=a&b;
			3'd3:o<=a|b;
			3'd4:o<=a^b;
			3'd5:o<=~(a|b);
			3'd6:begin
				o<={31'd0,diff[31]};
			end
			3'd7:o<={b,16'h0};
			default:o<=0;
		endcase
	end
endmodule
`timescale 1ns / 1ps
module adder(
	a,b,
	o
	);
	input [31:0] a;
	input [31:0] b;
	output [31:0] o;
	assign o=a+b;
endmodule
`timescale 1ns / 1ps
module functoaluop(
	func,opcode,
	aluop
	);
	input [5:0] func;
	input [5:0] opcode;
	output [2:0] aluop;
	reg [2:0] aluop;
	always@(func or opcode)begin
		case (opcode)
			6'b000000:begin
				case(func)
					6'b100000:aluop<=3'd0;
					6'b100010:aluop<=3'd1;
					6'b100100:aluop<=3'd2;
					6'b100101:aluop<=3'd3;
					6'b100110:aluop<=3'd4;
					6'b100111:aluop<=3'd5;
					6'b101010:aluop<=3'd6;
					default:aluop<=3'd0;
				endcase
			end
			6'b001000:aluop<=3'd0;
			6'b001100:aluop<=3'd2;
			6'b001111:aluop<=3'd7;
			6'b001101:aluop<=3'd3;
			6'b001010:aluop<=3'd6;
			6'b000100:aluop<=3'd1;
			6'b010101:aluop<=3'd1;
			default:aluop<=3'd0;
		endcase
	end
endmodule
`timescale 1ns / 1ps
module InstDecode(
	inst,
	CommandString
	);
	input [31:0] inst;
	output [9:0]CommandString;
	reg[1:0] PCSource;
	reg WriteEnable;
	reg ALUSrcB;
	reg WriteAddr;
	reg MemWrite;
	reg WriteData;
	wire [2:0] ALUControl;
	assign CommandString={PCSource,WriteEnable,
		ALUSrcB,WriteAddr,
		MemWrite,WriteData,
		ALUControl};
	functoaluop falop(
		.func(inst[5:0]),
		.opcode(inst[31:26]),
		.aluop(ALUControl)
		);
	always@(*)begin
		case(inst[31:26])
			6'd0:begin 
				PCSource<=2'd0;
				WriteEnable<=1'b1;
				if(inst[5:0]==5'd0)WriteEnable<=1'b0;
				ALUSrcB<=1'b0;
				WriteAddr<=1'b1;
				MemWrite<=1'b0;
				WriteData<=1'b0;
			end
			6'b001000:begin 
				PCSource <=2'd0;
				WriteEnable<=1'b1;
				ALUSrcB<=1'b1;
				WriteAddr<=1'b0;
				MemWrite<=1'b0;
				WriteData<=1'b0;
			end
			6'b001100:begin 
				PCSource <=2'd0;
				WriteEnable<=1'b1;
				ALUSrcB<=1'b1;
				WriteAddr<=1'b0;
				MemWrite<=1'b0;
				WriteData<=1'b0;
			end
			6'b001111:begin 
				PCSource <=2'd0;
				WriteEnable<=1'b1;
				ALUSrcB<=1'b1;
				WriteAddr<=1'b0;
				MemWrite<=1'b0;
				WriteData<=1'b0;
			end
			6'b001101:begin 
				PCSource <=2'd0;
				WriteEnable<=1'b1;
				ALUSrcB<=1'b1;
				WriteAddr<=1'b0;
				MemWrite<=1'b0;
				WriteData<=1'b0;
			end
			6'b001010:begin 
				PCSource <=2'd0;
				WriteEnable<=1'b1;
				ALUSrcB<=1'b1;
				WriteAddr<=1'b0;
				MemWrite<=1'b0;
				WriteData<=1'b0;
			end
			6'b000100:begin 
				PCSource<=2'd1;
				WriteEnable<=1'b0;
				ALUSrcB<=1'b0;
				WriteAddr<=1'b0;
				MemWrite<=1'b0;
				WriteData<=1'b0;
			end
			6'b010101:begin 
				PCSource<=2'd3;
				WriteEnable<=1'b0;
				ALUSrcB<=1'b0;
				WriteAddr<=1'b0;
				MemWrite<=1'b0;
				WriteData<=1'b0;
			end
			6'b100011:begin 
				PCSource<=2'd0;
				WriteEnable<=1'b1;
				ALUSrcB<=1'b1;
				WriteAddr<=1'b0;
				MemWrite<=1'b0;
				WriteData<=1'b1;
			end
			6'b101011:begin 
				PCSource<=2'd0;
				WriteEnable<=1'b0;
				ALUSrcB<=1'b1;
				WriteAddr<=1'b0;
				MemWrite<=1'b1;
				WriteData<=1'b0;
			end
			6'b000010:begin 
				PCSource<=2'd2;
				WriteEnable<=1'b0;
				ALUSrcB<=1'b0;
				WriteAddr<=1'b0;
				MemWrite<=1'b0;
				WriteData<=1'b0;
			end
			default:begin
				PCSource<=2'd0;
				WriteEnable<=1'b0;
				ALUSrcB<=1'b0;
				WriteAddr<=1'b0;
				MemWrite<=1'b0;
				WriteData<=1'b0;
			end
		endcase
	end
endmodule
`timescale 1ns / 1ps
module mux(
	in0,in1,in2,in3,
	select,
	muxout
	);
	input [31:0] in1;
	input [31:0] in2;
	input [31:0] in3;
	input [31:0] in0;
	input [1:0] select;
	output [31:0] muxout;
	assign muxout = (select == 2'd0 )? in0 : (select == 2'd1)? in1 : (select == 2'd2)? in2 : in3;
endmodule
`timescale 1ns / 1ps
module processor(
	CLK,NRST,INST,DATA_IN,
	INST_ADDR,DATA_ADDR,DATA_OUT,DATA_WRITE
	);
	input CLK;
	input NRST;
	input [31:0] INST;
	input [31:0] DATA_IN;
	output [31:0] INST_ADDR;
	output [31:0] DATA_ADDR;
	output [31:0] DATA_OUT;
	output DATA_WRITE;
	wire [31:0] BranchComputationResult;
	wire [31:0] PCIncrementResult;
	wire [31:0] CurrentPC;
	wire [31:0] PCMuxResult;
	wire [9:0] CommandString;
	wire [31:0] PCIncrementResult_FU;
	wire [31:0] INST_FU;
	wire [31:0] CommandString_FU;
	wire [31:0] ID_PCIncrementResult;
	wire [31:0] ID_INST;
	wire [31:0] ID_COMMAND;
	wire [4:0] ReadReg1;
	wire [4:0] ReadReg2;
	wire [31:0] ReadData1;
	wire [31:0] ReadData2;
	wire [4:0] ReadDest;
	wire [15:0] Immediate;
	wire [31:0] SEImmediate;
	wire [31:0] SLImmediate;
	wire [31:0] ALUBMuxOut;
	wire [31:0] DestinationMuxOut;
	wire [31:0] ReadData1_FU;
	wire [31:0] ReadData2_FU;
	wire IDEXE_1;
	wire [31:0] PCMUX3;
	wire [31:0] FU_IDEXE_COMMAND;
	wire [31:0] EXE_RS;
	wire [31:0] EXE_RT;
	wire [31:0] EXE_INST;
	wire [31:0]EXE_PCIncrementResult;
	wire [31:0]ALUSrcA;
	wire [31:0]ALUSrcB;
	wire [31:0]EXE_SLImmediate;
	wire [31:0] StoreOperand;
	wire [31:0]DestAddress;
	wire [31:0]ALUResult;
	wire ZERO;
	wire [31:0]EXE_COMMAND;
	wire [31:0] ALUSrcA_FU;
	wire [31:0] StoreOperand_FU;
	wire [31:0] ALUSrcB_FU;
	wire IDEXE_2;
	wire [31:0] MEM_INST;
	wire [31:0] AddressOrData;
	wire[31:0] MemWriteData;
	wire [31:0] MemReadData;
	wire [31:0] RFWriteData;
	wire [31:0] RFWriteAddress;
	wire [31:0]MEM_COMMAND;
	wire [31:0] StoreOperandInput_FU;
	wire [2:0] ALUControl;
	assign INST_ADDR = CurrentPC;
	assign DATA_ADDR = AddressOrData;
	assign DATA_OUT = MemWriteData;
	assign MemReadData = DATA_IN;
	wire [1:0] PCSource;
	assign ReadReg1 = ID_INST[25:21];
	assign ReadReg2 = ID_INST[20:16];
	assign ReadDest = ID_INST[15:11];
	assign Immediate = ID_INST[15:0];
	assign SEImmediate = {{16{Immediate[15]}},Immediate};
	assign SLImmediate = {SEImmediate[29:0],2'b0};
	assign WriteEnable= MEM_COMMAND[7];
	assign ALUSrcBControl = ID_COMMAND[6];
	assign WriteAddr = ID_COMMAND[5];
	assign ALUControl = EXE_COMMAND[2:0];
	assign DATA_WRITE = MEM_COMMAND[4];
	assign WriteData = MEM_COMMAND[3];
	assign WriteCommit = MEM_COMMAND[7];
	assign PCSource = (EXE_COMMAND[9:8]==2'd1&&ZERO)? {2'b01}: (EXE_COMMAND[9:8]==2'd3&&(~ZERO))? {2'b01}: (ID_COMMAND[9:8]==2'd2)? 2'd2:2'd0;
	assign ALUSrcA_FU = (|EXE_RS)? (RFWriteAddress==EXE_RS&&WriteCommit)? RFWriteData: ALUSrcA : 32'b0;
	assign ALUSrcB_FU = ((RFWriteAddress==EXE_RT)&&(~EXE_COMMAND[6])&&WriteCommit)? RFWriteData : ALUSrcB;
	assign ReadData1_FU = (|ReadReg1)? (RFWriteAddress=={27'b0,ReadReg1}&&WriteCommit)? RFWriteData: ReadData1 :32'b0;
	assign ReadData2_FU = (RFWriteAddress=={27'b0,ReadReg2}&&(~ID_COMMAND[6])&&(|ReadReg2)&&WriteCommit)? RFWriteData : ReadData2;
	assign StoreOperandInput_FU = (RFWriteAddress=={27'b0,ReadReg2})? RFWriteData : ReadData2_FU;
	assign StoreOperand_FU = (RFWriteAddress==EXE_RT) ? RFWriteData : StoreOperand;
	assign IFID_INST_LATCH = ID_COMMAND[9:8]!=2'd2;
	assign StallForB = (PCSource==2'd1);
	assign FU_WriteEnable_IFID = (StallForB)? CommandString : 0;
	assign FU_WriteEnable_IDEXE = (StallForB)? ID_COMMAND : 0;
	assign PCMUX3 = {ID_PCIncrementResult[31:28],ID_INST[25:0],2'b0};
	assign PCIncrementResult_FU = (IFID_INST_LATCH)? PCIncrementResult:0;
	assign INST_FU = (IFID_INST_LATCH)? INST:0;
	assign CommandString_FU = (IFID_INST_LATCH&&(PCSource!=2'd1))? {21'b0,CommandString}:0;
	assign FU_IDEXE_COMMAND = (PCSource==2'd1)? 0:ID_COMMAND;
	mux PCSourceMux(
		.in0(PCIncrementResult),
		.in1(BranchComputationResult),
		.in2(PCMUX3),
		.in3(32'b0),
		.select(PCSource),
		.muxout(PCMuxResult)
		);
	register PCREG(
		.clk(CLK),
		.nrst(NRST),
		.in(PCMuxResult),
		.latch(1'b1),
		.out(CurrentPC)
		);
	adder PCIncrementAdder(
		.a(32'd4),
		.b(CurrentPC),
		.o(PCIncrementResult)
		);
	InstDecode IDEC(
		.inst(INST),
		.CommandString(CommandString)
		);
	register IFID_PC(
		.clk(CLK),
		.nrst(NRST),
		.in(PCIncrementResult_FU),
		.latch(1'b1),
		.out(ID_PCIncrementResult)
		);
	register IFID_INST(
		.clk(CLK),
		.nrst(NRST),
		.in(INST_FU),
		.latch(1'b1),
		.out(ID_INST)
		);
	register IFID_COMMAND(
		.clk(CLK),
		.nrst(NRST),
		.in(CommandString_FU),
		.latch(1'b1),
		.out(ID_COMMAND)
		);
	regfile rfile(
		.clk(CLK),
		.nrst(NRST),
		.RegWrite(WriteEnable),
		.rreg1(ReadReg1),
		.rreg2(ReadReg2),
		.wra(RFWriteAddress[4:0]),
		.wrd(RFWriteData),
		.rd1(ReadData1),
		.rd2(ReadData2)
		);
	mux ALUSRCBMUX(
		.in0(ReadData2_FU),
		.in1(SEImmediate),
		.in2(32'd0),
		.in3(32'd0),
		.select({1'b0,ALUSrcBControl}),
		.muxout(ALUBMuxOut)
		);
	mux DestAddrMux(
		.in0({27'b0,ReadReg2}),
		.in1({27'b0,ReadDest}),
		.in2(32'b0),
		.in3(32'b0),
		.select({1'b0,WriteAddr}),
		.muxout(DestinationMuxOut)
		);
	register IDEXE_INST(
		.clk(CLK),
		.nrst(NRST),
		.in(ID_INST),
		.latch(1'b1),
		.out(EXE_INST)
		);
	register IFID_RSP(
		.clk(CLK),
		.nrst(NRST),
		.in({27'b0,ReadReg1}),
		.latch(1'b1),
		.out(EXE_RS)
		);
	register IFID_RTP(
		.clk(CLK),
		.nrst(NRST),
		.in({27'b0,ReadReg2}),
		.latch(1'b1),
		.out(EXE_RT)
		);
	register IDEXE_PC(
		.clk(CLK),
		.nrst(NRST),
		.in(ID_PCIncrementResult),
		.latch(1'b1),
		.out(EXE_PCIncrementResult)
		);
	register SLIMreg(
		.clk(CLK),
		.nrst(NRST),
		.in(SLImmediate),
		.latch(1'b1),
		.out(EXE_SLImmediate)
		);
	register RD1(
		.clk(CLK),
		.nrst(NRST),
		.in(ReadData1_FU),
		.latch(1'b1),
		.out(ALUSrcA)
		);
	register RD2(
		.clk(CLK),
		.nrst(NRST),
		.in(ALUBMuxOut),
		.latch(1'b1),
		.out(ALUSrcB)
		);
	register DEST(
		.clk(CLK),
		.nrst(NRST),
		.in(DestinationMuxOut),
		.latch(1'b1),
		.out(DestAddress)
		);
	register EXE_COMMAND_REG(
		.clk(CLK),
		.nrst(NRST),
		.in(FU_IDEXE_COMMAND),
		.latch(1'b1),
		.out(EXE_COMMAND)
		);
	register SOR(
		.clk(CLK),
		.nrst(NRST),
		.in(StoreOperandInput_FU),
		.latch(1'b1),
		.out(StoreOperand)
		);
	adder bca(
		.a(EXE_PCIncrementResult),
		.b(EXE_SLImmediate),
		.o(BranchComputationResult)
		);
	ALU ULA(
		.a(ALUSrcA_FU),
		.b(ALUSrcB_FU),
		.aluop(ALUControl),
		.o(ALUResult),
		.z(ZERO)
		);
	register ALUOUTMEM(
		.clk(CLK),
		.nrst(NRST),
		.in(ALUResult),
		.latch(1'b1),
		.out(AddressOrData)
		);
	register EXEMEM_INST(
		.clk(CLK),
		.nrst(NRST),
		.in(EXE_INST),
		.latch(1'b1),
		.out(MEM_INST)
		);
	register WDR(
		.clk(CLK),
		.nrst(NRST),
		.in(StoreOperand_FU),
		.latch(1'b1),
		.out(MemWriteData)
		);
	register MCP(
		.clk(CLK),
		.nrst(NRST),
		.in(EXE_COMMAND),
		.latch(1'b1),
		.out(MEM_COMMAND)
		);
	register DR(
		.clk(CLK),
		.nrst(NRST),
		.in(DestAddress),
		.latch(1'b1),
		.out(RFWriteAddress)
		);
	mux wbmux(
		.in0(AddressOrData),
		.in1(MemReadData),
		.in2(32'b0),
		.in3(32'b0),
		.select({1'b0,WriteData}),
		.muxout(RFWriteData)
		);		
endmodule
`timescale 1ns / 1ps
module regfile(
	clk,nrst,
	RegWrite,
	rreg1, rreg2,
	wra, wrd,
	rd1, rd2
	);
	input clk;
	input nrst;
	input RegWrite;
	input [4:0] rreg1;
	input [4:0] rreg2;
	input [4:0] wra;
	input [31:0] wrd;
	output [31:0] rd1;
	output [31:0] rd2;
	reg [31:0] rd1;
	reg [31:0] rd2;
	reg [31:0] r [31:0];
	integer i;
	always@(*)begin
		rd1<=r[rreg1];
		rd2<=r[rreg2];
	end
	always@(posedge clk or negedge nrst)begin
		if(!nrst)
			for (i=0;i<32;i=i+1)begin
				r[i] <=32'd0;			
			end
		else begin
			if(RegWrite)r[wra]<=wrd;
		end
	end
endmodule
`timescale 1ns / 1ps
module register(
	clk,nrst,
	in,latch,
	out);
	input clk;
	input nrst;
	input [31:0] in;
	input latch;
	output [31:0] out;
	reg [31:0] out;
	always@(posedge clk or negedge nrst)begin
		if(!nrst)out<= 32'd0;
		else if (!latch)out<=out;
		else out<=in;
	end
endmodule

===== /design/flow/constraint.sdc =====
current_design processor

set clk_period 30.8
set clk_io_pct 0.2

create_clock -name clk0 -period $clk_period [get_ports {CLK}]

set non_clock_inputs [all_inputs -no_clocks]
set_input_delay [expr $clk_period * $clk_io_pct] -clock clk0 $non_clock_inputs
set_output_delay [expr $clk_period * $clk_io_pct] -clock clk0 [all_outputs]

==> out/results.ini <==
[status]
status=finished, final reports clean

[route]
drtAntennaViolNets=0
drtIter0Drc=3749
wl_per_cell_um=28.0
viasPerCell=6.22
drc=0
firstDrtPassIters=33
wl_um=240000
via_count=53400

[pwr]
comb_power_share_pct=29.1
clockPowerShare_pct=30.8
swShare_pct=34.2
total_leakage_power_nw=31.9
p_int_mw=3.79
switching_power_mw=1.97
p_seq_share_pct=40.1
vdd_drop_max_uv=46.2
cellPowerDensity_mw_per_mm2=70.9

[finish]
regArea_mm2=0.0342
drive_gt1_share_pct=17.8
comb_area_mm2=0.0362
nFillCells=11800
syn2layout_area_growth_pct=12.0

[place]
place_congestion=0.952
dpl.hpwl_um=149000
io_buffers=162

[logic_synthesis]
synthTopCellsByCount=dfrtp_1 (1,364), nor2_1 (787), nand2_1 (764), a21oi_1 (683), o21ai_0 (682)
ys.flops=1364
area_leaders=dfrtp_1 (47%), mux4_2 (20%), a21oi_1 (4.7%), o21ai_0 (4.7%), nor2_1 (4.1%)
syn_area_per_cell_um2=10.8
synth_cell_types=94
top_cell_area_share_pct=47.1
yosysWarnings=0
synthFlopType=dfrtp_1
synth-edff-count=0
synth_area_mm2=0.0725
yosysTopAreaCell=dfrtp_1
most_common_cell=dfrtp_1
syn_inst=6686
ys_seq_share_pct=47.1
async_flop_share_pct=100
ys_cells=6686
ys_chip_area_mm2=0.0725

[die]
core-area_mm2=0.144
die_area_mm2=0.147
rows=139
die_w_um=383
fp_util_pct=50.4
io_pins=163
dieHeight_um=383

[clocking]
clock_latency_ns=0.80
clkTransAtPathRegs_ns=0.06
clockBufferDepth=3
post_cts_buffers=0
cts_root_buf=clkbuf_16
cts_tree=done
postCtsHoldBufs=0
htreeDepth=4
clkSinkCount=1364
ctsResizeCount=0
numCtsBuffers=150

[timing]
setup_viol=0
skew_ns=0.0312
worst_pin_slew_ns=1.05
min_period_ns=12.65
slew_headroom_pct=29.9
tns_ns=0
finalClockPeriodUsage_pct=41.1
fmax_mhz=79.1
drv_slew=0
finalHoldViolCount=0
rsz0062_at_grt=no
whs_ns=0.341

[worst_setup_path]
worst_setup_path_end_kind=flop
cp-start-kind=input port
critPathTopFamily=simple AND/OR/NAND/NOR gates
crit_type=in2reg
critPathBufInv=4
crit_path_max_incr_delay_ns=0.60
required_ns=31.48
cpMaxStageDelayCell=or4_1
critPathArrivalTime_ns=13.32
crit_chain=clkdlybuf4s50_1, mux2i_4, buf_4, nand2_1, o21ai_0, inv_1, ha_1, fa_1, a21o_1, o2bb2ai_1, nor2_1, o21ai_0, nand2_1, o2111ai_1, or4_1, or4_1, or4_1, nor4_1, and4b_1, nand4b_1, mux2_4, buf_4, mux2_1
timing.critical_path.mode_cell=or4_1
critPathMaxFanout=45

[global_route]
grt_pass1_vias=54800
grt_start_max_net_pins=123
grt_usage_pct=36.0
antenna_found_initial=7
grt_pass1_wl_um=360000
gr-total-overflow=0

[flow_run]
maxCapViolations=0
warnings=85

[hold_path]
min_path_type=reg2reg

==> area by class of cell <==
cell class                 count  area share, %
antenna                        1        0.00308
clock inverter                43          0.613
tap                         1903           2.93
multi-input combinational   4583           44.6
inverter                     116          0.536
sequential                  1364           42.1
clock buffer                 215           5.33
timing repair buffer         354           3.89
==> registers in the layout, summed over array words and instances, names as in the netlist, 9 cells and up <==
signal,flops
ALUOUTMEM.out,32
EXE_COMMAND_REG.out,9
IDEXE_PC.out,32
IFID_COMMAND.out,10
IFID_INST.out,26
IFID_PC.out,32
PCREG.out,32
RD1.out,32
RD2.out,32
SLIMreg.out,16
SOR.out,32
WDR.out,32
rfile.r,1024
==> routing by layer <==
| layer | GRT usage (%) | vias to the layer above | share of wire, % |
|---|---|---|---|
| met3 | 20.9 | 445 | 14 |
| li1 | - | 23900 | - |
| met4 | 10.3 | 14 | 3.6 |
| met5 | 1.52 | - | 0.095 |
| met2 | 50.5 | 2451 | 45 |
| met1 | 50.0 | 26600 | 37 |
==> power groups by stage <==
stage | Combinational [mW] | Sequential (mW) | Clock, mW
6_report | 1.68 | 2.31 | 1.77
5_1_grt | 1.83 | 2.35 | 1.86
4_1_cts | 1.66 | 2.31 | 1.80
==> worst paths after layout <==
path | startpoint | end | slack, ns | cells after the start
max reg2reg | MCP.out[7]$_DFF_PN0_ | PCREG.out[1]$_DFFE_PN0N_ | 22.39 | 24
min reg2reg | IFID_PC.out[6]$_DFF_PN0_ | IDEXE_PC.out[6]$_DFF_PN0_ | 0.34 | 0
min in group asynchronous | NRST | IFID_PC.out[0]$_DFF_PN0_ | 5.21 | 1
min | IFID_PC.out[6]$_DFF_PN0_ | IDEXE_PC.out[6]$_DFF_PN0_ | 0.34 | 0
max in group asynchronous | NRST | rfile.r[989]$_DFFE_PN0P_ | 22.30 | 5
max | DATA_IN[0] | PCREG.out[1]$_DFFE_PN0N_ | 18.15 | 23
==> cell usage in the layout, fill, tap and decap left out, types with 111 or more instances in the layout <==
cell,count
a21oi_1,683
buf_4,186
clkbuf_16,152
clkdlybuf4s50_1,161
dfrtp_1,1351
ha_1,117
inv_1,111
mux4_2,641
nand2_1,748
nor2_1,770
o21ai_0,682
==> cell families after synthesis <==
| logic type | Yosys count | share of synthesized area [%] |
|---|---|---|
| simple gates | 1889 | 10.9 |
| compound gates | 1710 | 13.2 |
| flops | 1364 | 47.1 |
| mux | 769 | 21.7 |
| buf+inv | 739 | 3.92 |
| fa+ha+maj | 120 | 2.10 |
| xor+xnor | 95 | 1.15 |
==> stage by stage <==
| step | instance area, µm² | util (%) | total power, mW | instances | worst slack [ns] |
|---|---|---|---|---|---|
| floorplan | 72500 | - | 3.32 | 6686 | 19.69 |
| global placement | 76400 | 53.1 | 3.98 | 8320 | 17.21 |
| detailed placement | 76400 | 53.1 | 3.99 | 8320 | 17.35 |
| CTS | 81200 | 56.5 | 5.77 | 8578 | 18.15 |
| global route | 81200 | 56.5 | 6.04 | 8578 | 17.93 |
| finish | 81200 | 56.5 | 5.76 | 8579 | 18.15 |
Power figures rest on the tool's default switching activity, not on a simulated workload.
